## flow/design.v

```verilog
module frequency_divisor #(parameter clk_frequency = 50000000) (clk_50, clk);
    input clk_50;
    output reg clk;
    reg [25:0] counter;
    always @(posedge clk_50) begin
        if (counter < clk_frequency) begin
            counter <= counter + 1;
            clk <= 0;
        end else begin
            counter <= 0;
            clk <= ~clk;
        end
    end
endmodule
```

## flow/run.sh

```bash
#!/bin/bash
# OpenROAD 26Q1-2900-gdf79404cd8, Yosys 0.63+post, stock flow scripts
make -C /OpenROAD-flow-scripts/flow DESIGN_CONFIG=/design/flow/config.mk WORK_HOME=/design/flow/orfs finish
```

## flow/config.mk

```make
export PLATFORM = sky130hd
export DESIGN_NAME = frequency_divisor
export DESIGN_NICKNAME = frequency_divisor
export VERILOG_FILES = /design/flow/design.v
export SDC_FILE = /design/flow/constraint.sdc
export NUM_CORES = 4
export LEC_CHECK = 1
export CORE_AREA = 10 10 110 110
export DIE_AREA = 0 0 120 120
```

## flow/constraint.sdc

```tcl
current_design frequency_divisor

set clk_period 3.6
set clk_io_pct 0.2

create_clock -name clk0 -period $clk_period [get_ports {clk_50}]

set non_clock_inputs [all_inputs -no_clocks]
set_input_delay [expr $clk_period * $clk_io_pct] -clock clk0 $non_clock_inputs
set_output_delay [expr $clk_period * $clk_io_pct] -clock clk0 [all_outputs]
```

==> results.py <==
# Metrics from the implementation run
metrics = {
    "status": {
        "status": "complete, no violations",
    },
    "final_timing": {
        "fin_skew_ps": 10.08,
        "slew_violations": 0,
        "min_period_ps": 2279,
        "setup_viol": 0,
        "timing.setup.tns_ps": 0,
        "relSlewSlack": 0.7981,
        "fmax_mhz": 438.8,
        "timing.final.crit_share": 0.6330,
        "final_hold_viol_count": 0,
        "tightest_slew_ps": 300.1,
        "fin_ws_ps": 1321,
        "grt_setup_unrepaired": "false",
    },
    "final_layout": {
        "drive_gt1_frac": 0.07143,
        "fill_cells": 1110,
        "design_area_um2": 1465,
        "final-instance-count-excl-fill": 273,
        "syn2layout_area_growth_pct": 17.22,
        "fin_util": 0.1499,
    },
    "yosys": {
        "syn_avg_cell_area_um2": 8.928,
        "aoi_share": 0.1191,
        "ys.flops": 27,
        "ys_seq_share": 0.4324,
        "xor_area_frac": 0.1051,
        "netlist_logic_family_top": "simple AND/OR/NAND/NOR gates",
        "yosys_warnings": 1,
        "async_reset_ff_frac": 0,
        "synth_cell_types": 27,
        "mux_area_frac": 0,
        "ys_sh_adder": 0.01001,
        "synth-area-yosys_um2": 1250,
        "flop_cell": "dfxtp_1",
        "syn_inst": 140,
        "yosys.area_share.simple": 0.3013,
        "edf_count": 0,
        "yosysCellCount": 140,
        "syn_area_um2": 1250,
    },
    "clock_tree": {
        "clk_latency_ps": 270,
        "path_clk_slew_ps": 100,
        "clockBufferDepth": 2,
        "post_cts_resized": 0,
        "post_cts_buffers": 0,
        "root_buffer": "clkbuf_8",
        "ctsHoldBuffers": 0,
        "cts_tree": "built",
        "cts_max_level": 1,
        "numCtsBuffers": 3,
        "cts_sinks": 27,
    },
    "grt": {
        "overflow": 0,
        "antenna_found_initial": 0,
        "grt_max_degree": 28,
        "grt_pass1_vias": 875,
        "track_usage": 0.03132,
        "grt_pass1_wl_um": 4036,
    },
    "routing": {
        "ant_nets": 0,
        "routed_wl_um": 2298,
        "vias_per_cell": 3.630,
        "antenna_cells_inserted": 0,
        "num_vias": 991,
        "avgRoutedWirePerCell_um": 8.418,
        "first_iter_violations": 46,
        "drc": 0,
        "first_pass_iters": 4,
    },
    "critical_path": {
        "crit_chain": "ha_1 > nand3_1 > or4_1 > or4_1 > a211oi_1",
        "critPathSlowestCell": "or4_1",
        "reg2reg_depth": 5,
        "crit_path_end_kind": "flip-flop",
        "cpMostUsedCell": "or4_1",
        "cp.arrival_ps": 2480,
        "worstPathRequired_ps": 3800,
        "crit_buf_inv": 0,
        "cp_top_family": "simple AND/OR/NAND/NOR gates",
        "crit_cells": 5,
        "path_class": "reg2reg",
        "critPathMaxFanout": 7,
        "cpPeakStageDelay_ps": 660,
        "startpoint_type": "flip-flop",
    },
    "power": {
        "p_switching_uw": 96.88,
        "vdd_drop_max_uv": 163.0,
        "swShare": 0.2049,
        "p_leak_nw": 0.5211,
        "clockPowerShare": 0.369,
        "intPower_uw": 376.0,
        "power.density_nw_per_um2": 322.7,
        "p_comb_frac": 0,
        "power_frac_seq": 0.631,
    },
    "floorplan": {
        "die_h_um": 120,
        "placementRows": 36,
        "die_width_um": 120,
        "io_pins": 2,
        "core_area_um2": 9774,
        "die_area_um2": 14400,
        "fp_util": 0.1279,
    },
    "worst_hold_path": {
        "hp-class": "reg2reg",
        "holdPathStages": 1,
    },
    "place": {
        "io_buffers": 1,
        "place.gp.congestion": 0.7721,
        "dpl_worst_slack_ps": 1329,
        "hpwl_um": 1494,
        "place_inst": 269,
        "placed_cell_area_um2": 1419,
    },
    "flow_run": {
        "drv_cap": 0,
        "warnings": 25,
    },
}
-- worst register-to-register path: cells and delay by family, from the launching register on --
kind / cells / cell delay [ps]
AND/OR/NAND/NOR: 3 / 1380
flip-flops: 1 / 390
AND-OR/OR-AND: 1 / 230
adder cells (fa/ha/maj): 1 / 200
-- per-layer routing --
layer  vias up  wire, µm  share of wire  GRT usage
met5         -         0              0          0
met4         0        27          0.012   0.003771
met3         2        41          0.018   0.007615
met2         7      1008           0.44    0.04849
met1       459      1221           0.53    0.04457
li1        523         -              -          -
-- sequential cells by signal, indices dropped and copies added, names as in the netlist --
| name | count |
|---|---|
| clk | 1 |
| counter | 26 |
-- final cells by class --
| type | count | area [µm²] | area share |
|---|---|---|---|
| well taps | 133 | 166.4 | 0.1136 |
| flip-flops and latches | 27 | 540.5 | 0.3689 |
| repair buffers | 3 | 25.02 | 0.01708 |
| clock inverters | 1 | 5.005 | 0.003416 |
| inverters | 3 | 11.26 | 0.007686 |
| multi-input cells | 103 | 675.6 | 0.4611 |
| clock buffers | 3 | 41.29 | 0.02818 |
-- path summary, 6_finish.rpt --
path	startpoint	end	slack, ps
max	counter[0]	counter[24]	1320
min	counter[0]	counter[0]	510
max reg2reg	counter[0]	counter[24]	1320
min reg2reg	counter[0]	counter[0]	510
-- synth_stat cells (5+ instances only) --
master,number,area [µm²]
nand4_1,7,43.79
dfxtp_1,27,540.5
nand2_1,10,37.54
nand3_1,5,25.02
o21ai_0,6,30.03
or4_1,8,60.06
nor3_1,20,100.1
clkbuf_1,5,18.77
a211oi_1,9,67.56
xor2_1,6,52.55
xnor2_1,9,78.83
or3_1,6,37.54
-- cell families after synthesis --
| group | Yosys count |
|---|---|
| xor gates and xnor gates | 15 |
| buffers and inverters | 10 |
| adders and majority gates | 1 |
| DFF | 27 |
| AOI/OAI and AO/OA | 22 |
| and+or+nand+nor | 65 |
-- through the flow --
step / total power [mW] / hold WS (ps)
floorplan: 0.3054 / 463.5
global placement: 0.3054 / 483.3
detailed placement: 0.3054 / 499.7
CTS: 0.4807 / 515.0
global route: 0.4896 / 549.0
finish: 0.4729 / 512.8
-- placed cells by master, fill, tap and decap left out --
cell type,synthesis,layout
a21oi_2,0,1
nor4_1,1,1
nand4_4,1,1
nor3_1,20,20
nand3_1,5,5
and4_1,2,2
or4_1,8,8
clkinv_2,0,1
xor2_1,6,6
o21bai_1,1,1
and3_1,1,1
ha_1,1,1
nand4_1,7,7
nand2_1,10,10
nor3b_1,1,1
dfxtp_1,27,27
xnor2_1,9,9
o21ba_2,1,1
nor2_1,2,2
o21ai_0,6,6
buf_4,0,2
or3_1,6,6
a31oi_1,1,1
clkbuf_8,0,3
o31ai_1,3,3
inv_1,3,3
clkdlybuf4s50_1,0,1
nor2b_2,0,1
a211oi_1,9,9
-- power by group through the flow --
stage | clock network [mW] | logic [mW] | registers [mW]
after CTS | 0.182 | 0.000000278 | 0.298
after global routing | 0.191 | 0.000000278 | 0.299
final | 0.174 | 0.000000278 | 0.298
Power and IR drop assume default switching activity.
