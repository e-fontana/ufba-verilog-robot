==> flow/design.v <==
module moore(clk, front_sensor, left_sensor, front, turn);
    input clk, front_sensor, left_sensor;
    output front, turn;
    parameter NoEntry = 2'b00,
     LeftEntry = 2'b01,
     FrontEntry = 2'b10,
     BothEntry = 2'b11;
    reg [1:0] state, next_state;
    always @(posedge clk) state <= next_state;
    assign front = (state == LeftEntry) | (state == NoEntry);
    assign turn = (state == FrontEntry) | (state == BothEntry);
    always @(state or front_sensor or left_sensor)
    begin
        case (state)
            NoEntry: case ({front_sensor, left_sensor})
                2'b00: next_state <= NoEntry;
                2'b01: next_state <= LeftEntry;
                default: next_state <= FrontEntry;
            endcase
            LeftEntry: case ({front_sensor, left_sensor})
                2'b01: next_state <= LeftEntry;
                2'b11: next_state <= FrontEntry;
                default: next_state <= BothEntry;
            endcase
            FrontEntry: case ({front_sensor, left_sensor})
                2'b01: next_state <= LeftEntry;
                default: next_state <= FrontEntry;
            endcase
            default: next_state <= NoEntry;
        endcase
    end
endmodule
module mealy(clk, front_sensor, left_sensor, front, turn);
    input clk, front_sensor, left_sensor;
    output front, turn;
    reg front, turn;
    parameter NoEntry = 2'b00,
     LeftEntry = 2'b01,
     FrontEntry = 2'b10;
    reg [1:0] state = NoEntry, next_state;
    always @(negedge clk) state <= next_state;
    always @(state or front_sensor or left_sensor)
    begin
        case (state)
            NoEntry: case ({front_sensor, left_sensor})
                2'b01: begin
                    next_state = LeftEntry;
                    front = 1'b1;
                    turn = 1'b0;
                end
                2'b10: begin
                    next_state = FrontEntry;
                    front = 1'b0;
                    turn = 1'b1;
                end
                2'b11: begin
                    next_state = FrontEntry;
                    front = 1'b0;
                    turn = 1'b1;
                end
                default: begin
                    next_state = NoEntry;
                    front = 1'b1;
                    turn = 1'b0;
                end
            endcase
            LeftEntry: case ({front_sensor, left_sensor})
                2'b00: begin
                    next_state = NoEntry;
                    front = 1'b0;
                    turn = 1'b1;
                end
                2'b01: begin
                    next_state = LeftEntry;
                    front = 1'b1;
                    turn = 1'b0;
                end
                2'b11: begin
                    next_state = FrontEntry;
                    front = 1'b0;
                    turn = 1'b1;
                end
                default: begin
                    next_state = NoEntry;
                    front = 1'b0;
                    turn = 1'b1;
                end
            endcase
            FrontEntry: case ({front_sensor, left_sensor})
                2'b01: begin
                    next_state = LeftEntry;
                    front = 1'b1;
                    turn = 1'b0;
                end
                2'b11: begin
                    next_state = FrontEntry;
                    front = 1'b0;
                    turn = 1'b1;
                end
                default: begin
                    next_state = FrontEntry;
                    front = 1'b0;
                    turn = 1'b1;
                end
            endcase
            default: begin
                next_state = NoEntry;
            end
        endcase
    end
endmodule
module top (
    clk,
    front_sensor,
    left_sensor,
    front,
    turn
);
    input clk, front_sensor, left_sensor;
    output front, turn;
    mealy FSM(clk, front_sensor, left_sensor, front, turn);
endmodule
==> flow/run.sh <==
#!/bin/bash
# OpenROAD 26Q1-2900-gdf79404cd8, Yosys 0.63+post, stock flow scripts
make -C /OpenROAD-flow-scripts/flow DESIGN_CONFIG=/design/flow/config.mk WORK_HOME=/design/flow/orfs finish
==> flow/config.mk <==
export PLATFORM = sky130hd
export DESIGN_NAME = top
export DESIGN_NICKNAME = top
export VERILOG_FILES = /design/flow/design.v
export SDC_FILE = /design/flow/constraint.sdc
export NUM_CORES = 4
export LEC_CHECK = 1
export CORE_AREA = 10 10 70 70
export DIE_AREA = 0 0 80 80
==> flow/constraint.sdc <==
current_design top

set clk_period 1.1
set clk_io_pct 0.2

create_clock -name clk0 -period $clk_period [get_ports {clk}]

set non_clock_inputs [all_inputs -no_clocks]
set_input_delay [expr $clk_period * $clk_io_pct] -clock clk0 $non_clock_inputs
set_output_delay [expr $clk_period * $clk_io_pct] -clock clk0 [all_outputs]
==> impl_metrics.toml <==
# yosys + openroad results
[setup_path]
worst-endpoint-arrival_ps = 730
timing.reg2reg.worst_path_depth = 4
cp-end-kind = "flip-flop"
worst_r2r_endpoint = "FSM.state[1]$_DFF_N_"
critPathCapture = "FSM.state[1]$_DFF_N_"
timing.critical_path.required_ps = 740
critical_path_class = "input port to flip-flop"
worst_r2r_src = "FSM.state[0]$_DFF_N_"
cp-start-kind = "input port"
reg2reg_setup_slack_ps = 90
worst_setup_sp = "left_sensor"
cp_max_fo = 3

[yosys]
enable_flop_cells = 0
synth.largest_area_cell = "sky130_fd_sc_hd__ha_1"
netlist_top_cells_area = "sky130_fd_sc_hd__ha_1 (26%), sky130_fd_sc_hd__dfxtp_1 (21%), sky130_fd_sc_hd__dlxtn_1 (16%)"
yosys_cells = 21
synth-seq-cells = 4
synthFlopType = "sky130_fd_sc_hd__dlxtn_1"
post_synth_instance_area_um2 = 193
post_synth_cell_types = 12
synth.avg_cell_area_um2 = 9.18
netlist_top_cells_count = "sky130_fd_sc_hd__ha_1 (4), sky130_fd_sc_hd__inv_1 (4), sky130_fd_sc_hd__a21oi_1 (2), sky130_fd_sc_hd__dfxtp_1 (2), sky130_fd_sc_hd__dlxtn_1 (2)"
ys_area_um2 = 193
synth.top_cell.area_share = 0.260
asyncSetResetFlopFracSynth = 0
ys_warn_count = 1
postSynthCellCount = 21

[global_route]
grt_pass1_wl_um = 779
pin_count_of_the_biggest_net_entering_global_routing = 6
gr-total-overflow = 0
grt_antenna_before_repair = 0
grt_use_total = 0.0164
number_of_global_route_vias_before_repair = 203

[finish]
final_util = 0.0996
area_delta_synth_final_pct = 76.6
finish.cell_count_without_fillers = 77
drive_above_1_share = 0.419

[floorplan]
rows = 21
core-area_um2 = 3420
io-pin-count = 5
die.size.x_um = 80
floorplanUtilization = 0.0564
dieHeight_um = 80
die_area_um2 = 6400

[cts]
post-cts-setup-buffer-count = 0
cts-buffers-inserted = 3
cts-hold-fix-buffers = 0
clock.latency.late_pin_ps = 280
path_clk_slew_ps = 30
tritoncts_clock_tree = "done"
cts-htree-levels = 1
number_of_buffers_between_clock_root_and_the_deepest_sink = 2
clock_tree.root_cell = "sky130_fd_sc_hd__clkbuf_4"

[place]
portBuffers = 4
place.detailed.instances = 73
place.gp.congestion = 0.736
dp.final_hpwl_um = 344

[timing]
setup_violations = 0
worst_rel_slew_slack = 0.850
finClkSkew_ps = 5.22
final-max-slew-violation-count = 0
final_hold_viol_count = 0
count_of_unclocked_register_or_latch_pins = 2
rsz0062_at_grt = "false"
worst-slew-pin-transition_ps = 223
unconstrained_endpoints = 4

[run]
max-cap-violations = 0
warning_count = 31

[drt]
wirelength_um = 470
ant_nets = 0
vias_per_cell = 2.16
initial_drt_pass_iterations = 2
dr.first_iter.drc_count = 2
routed-via-count = 166
wire_per_inst_um = 6.10
drt_drc_violations_left = 0
antenna-diode-count = 0

[run_status]
status = "completed"

[min_path]
timing.hold.worst.class = "flip-flop to flip-flop"

[power]
fin_total_pwr_mw = 0.566
p_per_area_nw_per_um2 = 1660
leakagePower_nw = 0.151
peakVddDrop_mv = 0.360
[critical path, stage by stage]
cell and delay [ps]:
sky130_fd_sc_hd__buf_2 120, sky130_fd_sc_hd__nor2b_2 150, sky130_fd_sc_hd__o32ai_2 240
[flip-flops by register name, summed over array words and instances, names as in the netlist]
signal and flops:
FSM.turn 1, FSM.state 2, FSM.front 1
[worst min-delay path by stage]
| stage | cells past startpoint | from | endpoint | slack, ps |
|---|---|---|---|---|
| 6_report | 2 | FSM.state[1]$_DFF_N_ | FSM.state[0]$_DFF_N_ | 720 |
| 5_1_grt | 2 | front_sensor | FSM.state[0]$_DFF_N_ | 730 |
| 4_1_cts | 3 | FSM.state[1]$_DFF_N_ | FSM.state[1]$_DFF_N_ | 710 |
[power by group]
group,switching (mW),internal (mW)
Sequential,0.0225,0.114
Clock,0.0595,0.131
Combinational,0.125,0.114
Total,0.207,0.359
[logic make-up after synthesis]
| kind of cell | count (synthesis) | synth area share |
|---|---|---|
| buf+inv | 5 | 0.0974 |
| flops | 2 | 0.208 |
| simple gates | 4 | 0.136 |
| compound gates | 4 | 0.143 |
| latches | 2 | 0.156 |
| fa+ha+maj | 4 | 0.260 |
[stage by stage]
stage	setup TNS, ps	hold slack, ps	worst slack [ps]	instance area, µm²
global placement	-1220	659	-618	305
CTS	0	709	14.4	342
finish	0	724	14.4	340
floorplan	-66.8	630	-66.8	193
global route	0	734	6.08	340
detailed placement	-1260	684	-637	305
[cell usage in the layout (no fill, tap or decap), types with 2 or more instances in the layout]
cell type	synthesis	final
sky130_fd_sc_hd__clkbuf_4	0	3
sky130_fd_sc_hd__clkdlybuf4s50_1	0	2
sky130_fd_sc_hd__buf_4	0	2
sky130_fd_sc_hd__dfxtp_1	2	2
sky130_fd_sc_hd__a21oi_1	2	2
sky130_fd_sc_hd__inv_1	4	5
sky130_fd_sc_hd__ha_1	4	4
sky130_fd_sc_hd__buf_2	0	2
sky130_fd_sc_hd__dlxtn_1	2	2
[what timing repair did]
item / 4_1_cts / 5_1_grt
cloned: 0 / 0
gates resized: 9 / 2
pin swaps: 2 / 0
endpoints found under the setup margin: 2 / 2
[final cells by class]
| class | instances | area (µm²) |
|---|---|---|
| inverter | 4 | 15.0 |
| clock inverter | 2 | 7.51 |
| timing repair buffer | 6 | 45.0 |
| multi-input combinational | 12 | 123 |
| clock buffer | 3 | 22.5 |
| sequential | 4 | 70.1 |
| tap | 46 | 57.6 |
| fill | 399 | 3080 |
[per-layer routing]
layer / up-vias / track usage / share of wire
li1: 88 / - / -
met1: 73 / 0.0126 / 0.39
met2: 5 / 0.0225 / 0.44
met3: 0 / 0.0193 / 0.17
met4: 0 / 0.0123 / 0
met5: - / 0 / 0
